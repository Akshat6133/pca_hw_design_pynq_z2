<file path="design/flow/design.v">
module top (
    input  wire clk,
    input  wire rst_n,
    output reg  led
);
    reg [3:0] counter;
    always @(posedge clk) begin
        if (!rst_n) begin
            counter <= 4'd0;
            led     <= 1'b0;
        end else begin
            counter <= counter + 1'b1;
            if (counter == 4'd9)
                led <= ~led;
        end
    end
endmodule
</file>
<file path="design/flow/run.sh">
#!/bin/bash
# OpenROAD 26Q1-2900-gdf79404cd8, Yosys 0.63+post, stock flow scripts
make -C /OpenROAD-flow-scripts/flow DESIGN_CONFIG=/design/flow/config.mk WORK_HOME=/design/flow/orfs finish
</file>
<file path="design/flow/config.mk">
export PLATFORM = sky130hd
export DESIGN_NAME = top
export DESIGN_NICKNAME = top
export VERILOG_FILES = /design/flow/design.v
export SDC_FILE = /design/flow/constraint.sdc
export NUM_CORES = 4
export LEC_CHECK = 1
export CORE_AREA = 10 10 70 70
export DIE_AREA = 0 0 80 80
</file>
<file path="design/flow/constraint.sdc">
current_design top

set clk_period 1.8
set clk_io_pct 0.2

create_clock -name clk0 -period $clk_period [get_ports {clk}]

set non_clock_inputs [all_inputs -no_clocks]
set_input_delay [expr $clk_period * $clk_io_pct] -clock clk0 $non_clock_inputs
set_output_delay [expr $clk_period * $clk_io_pct] -clock clk0 [all_outputs]
</file>
==> results.txt <==
run results: run status complete, no violations, category of cells accounting for the largest share of critical-path delay buffers and inverters, synthesized area roughly 220 um2, remaining design rule violation count 0, Via density 1.875, post-route cell area 325.3 um2, chain of cells forming the critical path clkdlybuf4s50_1, Crit path required time around 1400 ps, hold_buf cts 0, pin slew with the least headroom to its limit 205.5 ps, final hold slack 474.1 ps, clock-pin slew of the registers on the worst-case setup and hold paths about 40 ps, worst setup slack for register-to-register paths between 800 and 900 ps, wire length of the first global-routing pass 593 um, maximum number of pins on one net before global-route repair 8, Setup violations, final 0, worst-case clock skew 3.126 ps, Critical Setup Path Class flip-flop to primary output, TritonCTS sink count 5, antenna violations before repair 0, total power divided by cell area between 800 and 900 mW/mm2, number of diodes 0, fill cell total of the finished layout about 400, area of the core 0.003416 mm2, maximum single-stage delay on the critical path around 470 ps, Post-Synthesis Mean Instance Area 11.07 um2, Crit. End Element primary output, average wire per standard cell about 4.5 um, worst slew slack as a fraction of its limit between 80% and 90%, worst-skew pair later-pin latency ~240 ps, count of synthesis-stage warnings from yosys 1, aggregate global-route resource usage under 10%, standard cell area after detailed placement 299.0 um2, clock power share a little under half, cts repair resizes 0, cell leakage power 0.1568 nW, Die W roughly 80 um, number of I/O pins 3, HPWL Detailed 249.3 um, violation count after the first detailed-route iteration 2, cell total in the yosys stat output 20, final core utilization a little under a tenth, Sequential Power Share roughly 46%, Max Transition Viols Final 0, area taken by flip-flops and latches 100.1 um2, buffer type at the clock tree root sky130_fd_sc_hd__clkbuf_4, number of levels the H-tree was split into 1, overall power approximately 0.27 mW, Cell Rows 21, ANT nets after route 0, total CTS buffers 3, internal power component between 0.2 and 0.25 mW, class of the most critical hold timing path flip-flop to flip-flop, count of buffers inserted at the top-level ports 2, Final period util between 70% and 80%, critical-path maximum fanout 3, buffers inserted by post-CTS timing repair 0, global route overflow 0, register bit count reported by yosys 5, total net switching power between 0.05 and 0.06 mW, Distinct lib cells used 11, via count between 100 and 150, final hold viol count 0, Logic area 117.6 um2, Total Die Area between 0.006 and 0.007 mm2, number of standard cells after synthesis 20, Floorplan Utilization under 10%, RSZ-0062 raised after global routing no, worst supply voltage drop on vdd 0.00008322 V, final critical-path required period approximately 1400 ps, fraction of layout instances using a drive strength above 1 between 15 and 20%, Worst setup SP type flip-flop, iteration tally of the first detailed-router pass 3, Sw Share 20.58%, number of global-route vias before repair 159, Max Fclk 0.7102 GHz, post-route setup TNS 0 ps, placer's final routability congestion estimate 0.6544, critical path data arrival time roughly 1100 ps, fraction of power consumed by combinational cells around 6.8%, Synth-to-Final Area Change 46.89%, Post-synth seq share between 40% and 50%, total routed wirelength roughly 320 um, buffers and inverters on the worst path 1, area of the synthesized netlist per yosys stat 221.5 um2, count of maximum capacitance violations 0, OpenROAD warnings 26, Max Root-Sink Buffers 2, TritonCTS clock tree built, Max stage delay cell, worst path sky130_fd_sc_hd__clkdlybuf4s50_1, height of the chip roughly 80 um
## layout by cell type (no fill, tap or decap)
cell type	synthesis	routed
sky130_fd_sc_hd__and2_1	1	1
sky130_fd_sc_hd__clkbuf_1	0	1
sky130_fd_sc_hd__clkbuf_4	0	3
sky130_fd_sc_hd__clkdlybuf4s50_1	0	2
sky130_fd_sc_hd__dfxtp_1	5	5
sky130_fd_sc_hd__ha_1	2	2
sky130_fd_sc_hd__inv_1	1	1
sky130_fd_sc_hd__mux2i_1	2	2
sky130_fd_sc_hd__nand2_1	2	2
sky130_fd_sc_hd__nand2b_1	2	2
sky130_fd_sc_hd__nand3_1	1	1
sky130_fd_sc_hd__nand3b_4	1	1
sky130_fd_sc_hd__nor2b_1	2	2
sky130_fd_sc_hd__xor2_1	1	1
## cell usage after synthesis
master | count | share of area (%)
sky130_fd_sc_hd__and2_1 | 1 | 2.8
sky130_fd_sc_hd__dfxtp_1 | 5 | 45
sky130_fd_sc_hd__ha_1 | 2 | 11
sky130_fd_sc_hd__inv_1 | 1 | 1.7
sky130_fd_sc_hd__mux2i_1 | 2 | 9.0
sky130_fd_sc_hd__nand2_1 | 2 | 3.4
sky130_fd_sc_hd__nand2b_1 | 2 | 5.6
sky130_fd_sc_hd__nand3_1 | 1 | 2.3
sky130_fd_sc_hd__nand3b_4 | 1 | 9.0
sky130_fd_sc_hd__nor2b_1 | 2 | 5.6
sky130_fd_sc_hd__xor2_1 | 1 | 4.0
## layer usage
layer	GRT usage [%]	share of wire [%]	vias to the layer above	wire, um
li1	-	-	75	-
met1	1.134	41	56	133
met2	1.766	53	2	172
met3	0.2273	1.2	2	4
met4	0.8803	4.0	0	13
met5	0	0	-	0
## metrics by stage
stage / cells / worst slack [ps]
6_report: 72 / 392.0
5_1_grt: 72 / 339.4
4_1_cts: 72 / 370.9
3_5_place_dp: 68 / 587.8
3_3_place_gp: 68 / 610.3
2_1_floorplan: 20 / 906.6
## sequential cells by signal, indices dropped and copies added (netlist names)
signal and count:
led 1, counter 4
## path summary, 6_finish.rpt
path,cells past startpoint,end,startpoint
max,1,led,led
min,1,counter[0],counter[0]
max reg2reg,3,counter[2],counter[0]
min reg2reg,1,counter[0],counter[0]
## final cells by class
| cell class | instances | share of cell area (%) |
|---|---|---|
| clock buffer | 4 | 8.077 |
| inverter | 1 | 1.154 |
| multi-input combinational | 14 | 36.15 |
| sequential | 5 | 30.77 |
| tap | 46 | 17.69 |
| timing repair buffer | 2 | 6.154 |
## power by group through the flow
stage	Sequential, mW	Clock, mW	Combinational [mW]
4_1_cts	0.122	0.134	0.0183
5_1_grt	0.123	0.138	0.0197
6_report	0.122	0.125	0.0180
## kinds of logic (layout without fill, tap and decap cells)
family                     Yosys count  after routing  share of synthesized area (%)
and+or+nand+nor                      9              9                          28.81
DFF                                  5              5                          45.20
buffers and inverters                1              7                          1.693
muxes                                2              2                          9.040
adders and majority gates            2              2                          11.30
xor gates and xnor gates             1              1                          3.956
Power and IR drop assume default switching activity.
