==> /design/flow/design.v <==
function automatic logic signed [15:0] mu_coef(input int idx);
  case (idx)
    0: mu_coef = 16'sd23934;
    1: mu_coef = 16'sd12523;
    2: mu_coef = 16'sd15393;
    3: mu_coef = 16'sd4912;
    default: mu_coef = '0;
  endcase
endfunction
function automatic logic signed [15:0] w_coef(input int comp, input int feat);
  case (comp)
    0: begin
      case (feat)
        0: w_coef = 16'sd1480;
        1: w_coef = -16'sd346;
        2: w_coef = 16'sd3509;
        3: w_coef = 16'sd1468;
        default: w_coef = '0;
      endcase
    end
    1: begin
      case (feat)
        0: w_coef = 16'sd2689;
        1: w_coef = 16'sd2991;
        2: w_coef = -16'sd710;
        3: w_coef = -16'sd309;
        default: w_coef = '0;
      endcase
    end
    default: w_coef = '0;
  endcase
endfunction
module pca_top #(
    parameter int D = 4,
    parameter int K = 2,
    parameter int IN_W = 16,
    parameter int COEF_W = 16,
    parameter int OUT_W = 16,
    parameter int FRAC = 12,
    parameter int ACC_W = 40
) (
    input  logic clk,
    input  logic rst_n,
    input  logic in_valid,
    input  logic signed [D*IN_W-1:0] x_flat,
    output logic out_valid,
    output logic signed [K*OUT_W-1:0] y_flat
);
    typedef logic signed [ACC_W-1:0] acc_t;
    logic signed [IN_W-1:0] x_vec [0:D-1];
    acc_t y_comb [0:K-1];
    logic signed [OUT_W-1:0] y_q [0:K-1];
    function automatic logic signed [OUT_W-1:0] sat_round_q(
        input logic signed [ACC_W-1:0] acc
    );
        logic signed [ACC_W-1:0] shifted;
        logic signed [ACC_W-1:0] rounded;
        logic signed [ACC_W-1:0] maxv;
        logic signed [ACC_W-1:0] minv;
        begin
            shifted = acc + (1 <<< (FRAC - 1));
            rounded = shifted >>> FRAC;
            maxv = (1 <<< (OUT_W - 1)) - 1;
            minv = -(1 <<< (OUT_W - 1));
            if (rounded > maxv)
                sat_round_q = maxv[OUT_W-1:0];
            else if (rounded < minv)
                sat_round_q = minv[OUT_W-1:0];
            else
                sat_round_q = rounded[OUT_W-1:0];
        end
    endfunction
    always_comb begin
        for (int d = 0; d < D; d = d + 1)
            x_vec[d] = x_flat[d*IN_W +: IN_W];
    end
    always_comb begin
        logic signed [IN_W:0] centered;
        logic signed [IN_W+COEF_W:0] mult;
        for (int k = 0; k < K; k = k + 1) begin
            y_comb[k] = '0;
            for (int d = 0; d < D; d = d + 1) begin
                centered = x_vec[d] - mu_coef(d);
                mult = centered * w_coef(k, d);
                y_comb[k] = y_comb[k] + acc_t'(mult);
            end
            y_q[k] = sat_round_q(y_comb[k]);
        end
    end
    always_ff @(posedge clk) begin
        if (!rst_n) begin
            out_valid <= 1'b0;
            y_flat <= '0;
        end else begin
            out_valid <= in_valid;
            if (in_valid) begin
                for (int k = 0; k < K; k = k + 1)
                    y_flat[k*OUT_W +: OUT_W] <= y_q[k];
            end
        end
    end
endmodule
==> /design/flow/run.sh <==
#!/bin/bash
# OpenROAD 26Q1-2900-gdf79404cd8, Yosys 0.63+post, stock flow scripts
make -C /OpenROAD-flow-scripts/flow DESIGN_CONFIG=/design/flow/config.mk WORK_HOME=/design/flow/orfs finish
==> /design/flow/config.mk <==
export PLATFORM = sky130hd
export DESIGN_NAME = pca_top
export DESIGN_NICKNAME = pca_top
export VERILOG_FILES = /design/flow/design.v
export SDC_FILE = /design/flow/constraint.sdc
export NUM_CORES = 4
export LEC_CHECK = 1
export CORE_UTILIZATION = 50
==> /design/flow/constraint.sdc <==
current_design pca_top

set clk_period 30.2
set clk_io_pct 0.2

create_clock -name clk0 -period $clk_period [get_ports {clk}]

set non_clock_inputs [all_inputs -no_clocks]
set_input_delay [expr $clk_period * $clk_io_pct] -clock clk0 $non_clock_inputs
set_output_delay [expr $clk_period * $clk_io_pct] -clock clk0 [all_outputs]
==> ci_impl_report.md <==
## Implementation flow summary

| Metric | Value |
|---|---|
| XOR/XNOR share of the synthesized area | roughly 5.9% |
| Clock tree from TritonCTS | built |
| Post-synth top area cell | fa_1 |
| Slew @ Worst Pin | 1.10 ns |
| Number of instances in the synthesized netlist | 3,606 |
| Critical Path Fanout Max | 15 |
| Number of endpoints with negative hold slack in the final report | 0 |
| Number of vias after detailed routing | about 23,000 |
| Ratio of final minimum period to clock period | 65.8% |
| Total detailed-routing wirelength | approximately 85,000 µm |
| Share of synthesized area spent on multiplexers | 0.362% |
| Cell types with the largest area share after synthesis | fa_1 43%, ha_1 24%, inv_1 13% |
| Worst relative slew slack | 25.0% |
| Cell Area, Synth | 0.0346 mm² |
| Arrival time of the worst setup path | 20.07 ns |
| Final routed wire length divided by cell count | roughly 18 µm |
| Standard-cell row count | 96 |
| Number of antenna violations at the first check in global routing | 0 |
| Initial detailed-routing violation count | 883 |
| Total inserted antenna cells | 0 |
| Final RePlAce weighted congestion | 1.00 |
| Number of antenna-violating nets in the routed design | 0 |
| Count of library flops with an enable pin | 0 |
| Core region area | 0.0686 mm² |
| Synth Area in Compound Gates | 7.43% |
| TritonCTS buffer count | 5 |
| Area of all placed cells without fillers | roughly 0.037 mm² |
| Chip area | between 0.07 and 0.08 mm² |
| Sort of element at the end of the critical path | register |
| Global-route usage over all layers | 28.4% |
| CTS Hold Buffers Added | 0 |
| Warning total across the stage logs | 76 |
| Clock transition at the register clock pins on the worst setup and hold paths after CTS | ~0.06 ns |
| Delay of the slowest cell on the worst path | 0.99 ns |
| Post-CTS Resized | 0 |
| Fin Clk Skew | 0 ns |
| Slowest cell on the critical path | a2111oi_0 |
| Synth warnings | 4 |
| Post-synth cell types | 78 |
| Congestion Overflow GR | 0 |
| Fraction of final layout cells with drive strength greater than 1 | 2.88% |
| Library cell appearing most often on the critical path | fa_1 |
| Worst min path class | reg2reg |
| Via count of the first global-routing pass | 25,100 |
| Initial core utilization | 50.5% |
| Post-synth ARST share | 0% |
| Area share of the largest cell type after synthesis | roughly 43% |
| Vias per inst | 4.91 |
| Worst setup path category | in2reg |
| Root cell of the clock tree | clkbuf_16 |
| Clk Latency, worst-skew pair | 0.29 ns |
| Cell count listed in synth_stat.txt | 3,606 |
| Number of endpoints failing setup at the final stage | 0 |
| Combinational family with the most area after synthesis | adder cells |
| # Max-Cap Violations | 0 |
| Status | complete, no violations |
| Final worst hold slack | 0.495 ns |
| DRC viols | 0 |
| Clock Tree Buf Depth | 2 |
| Number of buffers inserted by post-CTS setup repair | 0 |
| Synth Area per Inst | approximately 9.6 µm² |
| Simple-gate portion of the synthesized area | 5.18% |
| H-tree depth | 2 |
| # port buffers | roughly 99 |
| Largest net degree at the start of global routing | 51 |
| Hpwl dp | slightly below 80,000 µm |
| Final sum of negative setup slack | 0 ns |
| Vertical die dimension | 265 µm |
| Unrepaired setup endpoints after global routing | no |
| Most frequent cell after synthesis | inv_1 |
| Critical path launch point type | input port |
| Seq/Total Area, Yosys | 1.91% |
| Main synth FF type | dfxtp_1 |
| Count of clock tree sinks | 33 |
| Number of top-level design ports | around 100 |
| Chip width | 265 µm |
| Min Clock Period, post-route | 19.88 ns |
| Summed standard-cell area reported by yosys | about 0.035 mm² |
| Fmax achieved | 50.3 MHz |
| Ranking of synthesized cells by instance count | 1,169 x inv_1, 736 x fa_1, 654 x ha_1 |
| Wire length of the first global-routing pass | 140,000 µm |
| Adder-cell area share of the yosys netlist | 66.2% |
| Post-place instance area | 0.0371 mm² |
| Initial DRT Pass Iterations | 5 |
| Required time at the endpoint of the critical path | 30.39 ns |
| Max Transition Viols Final | 0 |
| Number of synthesized register bits | 33 |
| Synthesis-to-finish area growth | 7.62% |
[final cells by class]
cell class | count | area, µm²
fill | 6217 | 31300
multi-input combinational | 2380 | 29500
inverter | 1171 | 4400
timing repair buffer | 154 | 1400
tap | 931 | 1160
sequential | 33 | 661
clock buffer | 7 | 143
clock inverter | 1 | 30.0
[cells by family (layout without fill, tap and decap cells)]
logic type                 count (synthesis)  in the layout
muxes                                     12             12
buffers and inverters                   1193           1333
DFF                                       33             33
AOI/OAI and AO/OA                        375            375
and+or+nand+nor                          371            371
adders and majority gates               1390           1390
xor gates and xnor gates                 232            232
[per-layer routing]
metal	up-vias	global-route usage, %	wire length, µm
met2	501	44.2	39900
met5	-	0	0
met4	0	4.89	2070
li1	11300	-	-
met3	45	9.19	6830
met1	11100	41.4	36400
[cell usage in the layout, fill, tap and decap left out, types with 9 or more instances in the layout]
cell type / instances
a211oi_1: 9
a21o_1: 47
a21oi_1: 114
a311oi_2: 10
a31oi_1: 16
and2_1: 10
and3_1: 15
buf_4: 55
clkdlybuf4s50_1: 98
dfxtp_1: 33
fa_1: 736
ha_1: 654
inv_1: 1169
nand2_1: 89
nand2b_1: 18
nand3_1: 32
nor2_1: 104
nor2b_1: 19
nor3_1: 37
o21a_1: 14
o21ai_0: 77
or2_2: 13
or3_1: 9
xnor2_1: 161
xor2_1: 70
[per-stage QoR]
| stage | instances | utilization [%] | setup WS, ns |
|---|---|---|---|
| final | 4677 | 54.3 | 10.32 |
| after detailed placement | 4669 | 54.0 | 10.32 |
| after global routing | 4677 | 54.3 | 9.34 |
| after global placement | 4669 | 54.0 | 10.54 |
| after CTS | 4677 | 54.3 | 10.55 |
| after floorplan | 3606 | - | 12.90 |
[final timing paths]
kind	end	slack, ns	start	cells past startpoint
max	y_flat[2]	10.32	x_flat[16]	42
min	y_flat[0]	0.49	y_flat[0]	2
max reg2reg	y_flat[16]	29.38	y_flat[16]	2
min reg2reg	y_flat[0]	0.49	y_flat[0]	2
[sequential cells by signal, indices dropped and copies added, names as in the netlist]
register,flops
y_flat,32
out_valid,1
[worst max-delay path, delay by kind of cell]
| family | cells | cell delay (ns) |
|---|---|---|
| adder cells (fa/ha/maj) | 12 | 4.81 |
| AND-OR/OR-AND | 14 | 4.31 |
| buffers and inverters | 6 | 1.44 |
| AND/OR/NAND/NOR | 6 | 1.85 |
| XOR/XNOR | 4 | 1.62 |
