$ cat /design/flow/run.sh
#!/bin/bash
# OpenROAD 26Q1-2900-gdf79404cd8, Yosys 0.63+post, stock flow scripts
make -C /OpenROAD-flow-scripts/flow DESIGN_CONFIG=/design/flow/config.mk WORK_HOME=/design/flow/orfs finish
$ cat /design/flow/config.mk
export PLATFORM = sky130hd
export DESIGN_NAME = adder
export DESIGN_NICKNAME = adder
export VERILOG_FILES = /design/flow/design.v
export SDC_FILE = /design/flow/constraint.sdc
export NUM_CORES = 4
export LEC_CHECK = 1
export CORE_AREA = 10 10 70 70
export DIE_AREA = 0 0 80 80
$ cat /design/flow/constraint.sdc
current_design adder

set clk_period 4.6
set clk_io_pct 0.2

create_clock -name clk0 -period $clk_period

set non_clock_inputs [all_inputs -no_clocks]
set_input_delay [expr $clk_period * $clk_io_pct] -clock clk0 $non_clock_inputs
set_output_delay [expr $clk_period * $clk_io_pct] -clock clk0 [all_outputs]
$ cat /design/flow/design.v
module adder #(
    parameter W = 8
)(
    input  wire [W-1:0] a,
    input  wire [W-1:0] b,
    output wire [W-1:0] y
);
    assign y = a + b;
endmodule
==> flow_metrics.env <==
# flow metrics
export IMPL_outcome="finished, final reports clean"
export IMPL_yosys_cells=42
export IMPL_cpPeakStageDelay_ns=0.52
export IMPL_grt_antenna_before_repair=0
export IMPL_viasPerCell=3.49
export IMPL_postCtsHoldBufs=0
export IMPL_die_width_um=80
export IMPL_gp_congestion=0.719
export IMPL_crit_start="a[0]"
export IMPL_syn_area_per_cell_um2=7.89
export IMPL_path_common_cell="clkdlybuf4s50_1"
export IMPL_cap_viol_max_count=0
export IMPL_grt_max_degree=7
export IMPL_fillers=394
export IMPL_crit_chain="clkdlybuf4s50_1 > ha_1 > inv_1 > fa_1 > nor2b_4 > o311ai_0 > o311ai_1 > clkdlybuf4s50_1"
export IMPL_avgRoutedWirePerCell_um=10.1
export IMPL_critPathMaxFanout=3
export IMPL_irDropWorstVdd_v=0.0000362
export IMPL_setup_viol=0
export IMPL_ys_warn_count=0
export IMPL_min_to="y[0]"
export IMPL_core_area_um2=3420
export IMPL_dieArea_um2=6400
export IMPL_finalHoldViolCount=0
export IMPL_leakage_nw=0.242
export IMPL_critPathCaptureType="primary output"
export IMPL_hpwl_um=1030
export IMPL_postCtsSetupRepairBufs=0
export IMPL_n_antenna_cell=0
export IMPL_port_buffers=24
export IMPL_worstPathArrival_ns=2.97
export IMPL_seq_power_share=0
export IMPL_netSwitchingPower_uw=27.2
export IMPL_ioPinCount=24
export IMPL_die_h_um=80
export IMPL_ys_top_cells_by_area="ha_1 26%, a21oi_1 7.5%, o211ai_1 6.8%"
export IMPL_pwr_density_cell_nw_per_um2=124
export IMPL_internal_power_uw=50.7
export IMPL_seq_area_um2=0
export IMPL_flops=0
export IMPL_top_area_frac=0.264
export IMPL_drive_gt1_frac=0.0152
export IMPL_gr_total_overflow=0
export IMPL_maxSlewViolCount=0
export IMPL_p_total_uw=77.9
export IMPL_cp_slowest_cell="clkdlybuf4s50_1"
export IMPL_combPwrFrac=1.000
export IMPL_worst_hold_path_type="in -> out"
export IMPL_netlist_top_cells_count="7 x ha_1, 5 x a21oi_1, 5 x inv_1"
export IMPL_largest_area_cell="ha_1"
export IMPL_syn_area_um2=332
export IMPL_ys_area_um2=332
export IMPL_netlist_instances=42
export IMPL_crit_buf_inv=3
export IMPL_finalClockPeriodUsage=0.845
export IMPL_switching_share=0.349
export IMPL_warning_count=32
export IMPL_rows=21
export IMPL_via_count=391
export IMPL_hold_start="b[0]"
export IMPL_tightest_slew_ns=0.416
export IMPL_areaGrowthSynthToFinish_pct=89.8
export IMPL_post_route_util=0.184
export IMPL_top_cell="ha_1"
export IMPL_synth_cell_types=23
export IMPL_ys_seq_frac=0
export IMPL_drcViolationCount=0
export IMPL_hold_depth=3
export IMPL_ant_nets=0
export IMPL_fin_setup_tns_ns=0
export IMPL_drt_total_wl_um=1130
export IMPL_drtIter0Drc=28
export IMPL_grt_pass1_vias=393
export IMPL_min_period_ns=3.89
export IMPL_start_kind="input port"
export IMPL_grt_pass1_wl_um=1830
export IMPL_nClkBuffers=0
export IMPL_clock_power_share=0
export IMPL_cts_resized=0
export IMPL_floorplanUtilization=0.0971
export IMPL_dr_pass1_iters=4
export IMPL_fmax_ghz=0.257
export IMPL_grt_usage=0.0340
export IMPL_rsz0062_at_grt="false"
export IMPL_worstPathRequired_ns=3.68
export IMPL_crit_family="buffers and inverters"
export IMPL_slew_headroom=0.721
export IMPL_worstSetupPathType="in -> out"
cell usage in the layout (no fill, tap or decap), drive strengths merged:
| cell type | instances |
|---|---|
| nand2b | 1 |
| o21ai | 2 |
| o311ai | 2 |
| inv | 5 |
| ha | 7 |
| a221oi | 1 |
| o211ai | 3 |
| a211oi | 1 |
| a21o | 1 |
| nand2 | 1 |
| xnor2 | 2 |
| nor2b | 2 |
| o31a | 1 |
| o21a | 1 |
| fa | 1 |
| clkdlybuf4s50 | 24 |
| nor3 | 1 |
| o2bb2ai | 1 |
| nor3b | 1 |
| nor2 | 1 |
| a21oi | 5 |
| xor2 | 2 |
cell type report:
type / instances / area [µm²] / share of cell area
Inverter: 5 / 18.8 / 0.0298
Multi-Input combinational cell: 37 / 313 / 0.497
Tap cell: 46 / 57.6 / 0.0915
Timing Repair Buffer: 24 / 240 / 0.382
logic make-up (layout without fill, tap and decap cells):
kind of cell             Yosys count  count (layout)  share of synthesized area
AND-OR/OR-AND                     18              18                      0.374
buffers and inverters              5              29                     0.0566
adder cells (fa/ha/maj)            8               8                      0.325
AND/OR/NAND/NOR                    7               7                      0.140
XOR/XNOR                           4               4                      0.106
worst max path at each step:
stage / endpoint / slack, ns / cells past startpoint
4_1_cts: y[6] / 0.67 / 8
5_1_grt: y[6] / 0.61 / 8
6_report: y[6] / 0.71 / 8
through the flow:
step / cells / instance area (µm²) / hold WS (ns) / worst slack (ns)
floorplan: 42 / 332 / 1.91 / 1.78
global placement: 112 / 629 / 2.87 / 0.702
detailed placement: 112 / 629 / 2.87 / 0.671
CTS: 112 / 629 / 2.88 / 0.674
global route: 112 / 629 / 2.91 / 0.614
finish: 112 / 629 / 2.86 / 0.712
power by group through the flow:
stage | Sequential [mW] | Clock, mW | Combinational (mW)
after global routing | 0 | 0 | 0.0878
final | 0 | 0 | 0.0779
after CTS | 0 | 0 | 0.0803
per-layer routing:
layer	global-route usage	routed length, µm
met1	0.0443	476
met2	0.0498	453
met3	0.0205	196
met4	0	0
met5	0	0
Power figures rest on the tool's default switching activity, not on a simulated workload.
